===== flow/config.mk =====
export PLATFORM = sky130hd
export DESIGN_NAME = pooler
export DESIGN_NICKNAME = pooler
export VERILOG_FILES = /design/flow/design.v
export SDC_FILE = /design/flow/constraint.sdc
export NUM_CORES = 4
export LEC_CHECK = 1
export CORE_UTILIZATION = 40

===== flow/constraint.sdc =====
current_design pooler

set clk_period 2.2
set clk_io_pct 0.2

create_clock -name clk0 -period $clk_period [get_ports {clk}]

set non_clock_inputs [all_inputs -no_clocks]
set_input_delay [expr $clk_period * $clk_io_pct] -clock clk0 $non_clock_inputs
set_output_delay [expr $clk_period * $clk_io_pct] -clock clk0 [all_outputs]

===== flow/design.v =====
`timescale 1ns / 1ps
module comparator2 #(
    parameter N = 8,
    parameter Q = 4,
    parameter ptype = 1
    )(
    input ce,
    input [N-1:0] ip1,
    input [N-1:0] ip2,
    output [N-1:0] comp_op
    );
    wire [N-1:0] ip1_2cmp, ip2_2cmp;   
    reg [N-1:0] temp;
    assign ip1_2cmp = {~ip1[N-1],~ip1[N-2:0] + 1'b1};
    assign ip2_2cmp = {~ip2[N-1],~ip2[N-2:0] + 1'b1};
    assign comp_op = ce ? temp : 'd0;
    always@(*)
    begin
        if(ptype == 0)
        begin
            temp = ip1 + ip2;         
        end
        else
        begin
            if( (ip1[N-1] == 0) & (ip2[N-1] == 0) )
            begin
                temp = (ip1>ip2) ? ip1:ip2;
            end
            else if ( (ip1[N-1] == 1) & (ip2[N-1] == 1) )
            begin
                temp = (ip1_2cmp > ip2_2cmp) ? ip2 : ip1;    
            end
            else if ( (ip1[N-1] == 1) & (ip2[N-1] == 0) )
            begin
                temp = ip2;
            end            
            else if ( (ip1[N-1] == 0) & (ip2[N-1] == 1) )
            begin
                temp = ip1;
            end
        end
    end
endmodule
`timescale 1ns / 1ps
module control_logic2(
    input clk,
    input master_rst,
    input ce,
    output reg [1:0] sel,
    output reg rst_m,
    output reg op_en,
    output reg load_sr,
    output reg global_rst,
    output reg end_op
    );
    parameter m = 9'h01a;
    parameter p = 9'h002;
    integer row_count =0;
    integer col_count =0;
    integer count =0;
    integer nbgh_row_count;
    always@(posedge clk) begin 
        if(master_rst) begin
        sel <=0;
        load_sr <=0;
        rst_m <=0;
        op_en <=0;
        global_rst <=0;
        end_op <=0;
        end
        else begin
        if(((col_count+1)%p !=0)&&(row_count == p-1)&&(col_count == p*count + (p-2))&&ce)    
        begin     
        op_en <=1;
        end 
        else begin
        op_en <=0;
        end
            if(ce) 
            begin
                if(nbgh_row_count == m/p)     
                begin     
                    end_op <=1;
                end
                else 
                begin
                    end_op <=0;
                end
                if(((col_count+1) % p != 0)&&(col_count == m-2)&&(row_count == p-1))  
                begin   
                    global_rst <= 1;                            
                end
                else 
                begin
                    global_rst <= 0;
                end  
                if((((col_count+1) % p == 0)&&(count != m/p-1)&&(row_count != p-1))||((col_count == m-1)&&(row_count == p-1)))      
                begin    
                  rst_m <= 1;              
                end  
                else 
                begin
                    rst_m <= 0;
                end   
                if(((col_count+1) % p != 0)&&(col_count == m-2)&&(row_count == p-1)) 
                begin
                    sel <= 2'b10;
                end
                else 
                begin
                    if((((col_count) % p == 0)&&(count == m/p-1)&&(row_count != p-1))|| (((col_count) % p == 0)&&(count != m/p-1)&&(row_count == p-1))) begin      
                        sel<=2'b01;
                    end 
                    else 
                    begin
                        sel <= 2'b00;
                    end
                end
                if((((col_count+1) % p == 0)&&((count == m/p-1)))||((col_count+1) % p == 0)&&((count != m/p-1)))  
                begin     
                    load_sr <= 1;                                  
                end 
                else 
                begin
                    load_sr <= 0;
                end
            end
        end 
    end 
    always@(posedge clk) begin             
        if(master_rst) begin
            row_count <=0;
            col_count <=32'hffffffff;
            count <=32'hffffffff;
            nbgh_row_count <=0;
        end
        else 
        begin
            if(ce) 
            begin
                if(global_rst)
                begin
                   row_count <=0;
                   col_count <=32'h0; 
                   count <=32'h0; 
                   nbgh_row_count <= nbgh_row_count + 1'b1; 
                end
                else
                begin
                    if(((col_count+1) % p == 0)&&(count == m/p-1)&&(row_count != p-1))  
                    begin
                        col_count <= 0;
                        row_count <= row_count + 1'b1;
                        count <=0;
                    end
                    else 
                    begin
                        col_count<=col_count+1'b1;
                        if(((col_count+1) % p == 0)&&(count != m/p-1)) 
                        begin
                            count <= count+ 1'b1;
                        end 
                    end
                end
            end
        end  
    end 
    endmodule
`timescale 1ns / 1ps
module input_mux #(parameter N = 8)(
    input [N-1:0] ip1,
    input [N-1:0] ip2,
    input [1:0] sel,
    output [N-1:0] op
    );
    assign op = (sel == 2'b01) ? ip1 : ((sel == 2'b00) ? ip2: 0);
endmodule
`timescale 1ns / 1ps
module max_reg #(parameter N = 8) (
    input clk,
    input ce,
    input [N-1:0] din,
    input rst_m,
    input master_rst,
    output reg [N-1:0] reg_op
    );
    always@(posedge clk) 
    begin
    	if(master_rst)
    		reg_op <= 0;
    	else 
        begin
            if(ce) 
            begin
		   	  if(rst_m) begin
		    	 reg_op <=0;
		      end
		      else begin
		    	 reg_op <= din;
			 end
		    end
		end
	end
endmodule
`timescale 1ns / 1ps
module pooler #(
    parameter m = 9'h00c,
    parameter p = 9'h003,
    parameter N = 8,
    parameter Q = 4,
    parameter ptype = 1,  
    parameter [N-1:0] p_sqr_inv = 8'b00000100
    )(
    input clk,
    input ce,
    input master_rst,
    input [N-1:0] data_in,
    output [N-1:0] data_out,
    output valid_op,                
    output end_op                   
    );
    wire rst_m,load_sr,global_rst; 
    wire [1:0] sel;
    wire [N-1:0] comp_op;
    wire [N-1:0] sr_op;
    wire [N-1:0] max_reg_op;
    wire [N-1:0] div_op;
    wire ovr;
    wire [N-1:0] mux_out;
    control_logic2 #(m,p) log(     
	    clk,
	    master_rst,
	    ce,
	    sel,
	    rst_m,
	    valid_op,
	    load_sr,
	    global_rst,
	    end_op
      );
    comparator2 #(.N(N),.ptype(ptype)) cmp(
        ce,         
	    data_in,
	    mux_out,
	    comp_op
      );
    max_reg #(.N(N)) m1(               
    	clk,
    	ce,
	    comp_op,
	    rst_m,
	    master_rst,
	    max_reg_op
      );
    variable_shift_reg #(.WIDTH(N),.SIZE((m/p))) SR (
         .d(comp_op),                 
         .clk(clk),                 
         .ce(load_sr),                 
         .rst(global_rst && master_rst),         
         .out(sr_op)             
         );
   input_mux #(.N(N)) mux(sr_op,max_reg_op,sel,mux_out);
   qmult #(N,Q) mul (clk,rst_m,max_reg_op,p_sqr_inv,div_op,ovr); 
   assign data_out = ptype ? max_reg_op : div_op;  
endmodule
`timescale 1ns / 1ps
module qmult #(
	parameter N = 8,
	parameter Q = 4
	)
	(
	 input                  clk,
	 input                  rst,
	 input			[N-1:0]	a,
	 input			[N-1:0]	b,
	 output         [N-1:0] q_result,     
     output			overflow              
	 );
	wire [2*N-1:0]	f_result;		 
	wire [N-1:0]   multiplicand;
	wire [N-1:0]	multiplier;
	wire [N-1:0]    a_2cmp, b_2cmp;
	wire [N-2:0]    quantized_result,quantized_result_2cmp;
	assign a_2cmp = {~a[N-1],~a[N-2:0]+ 1'b1};   
	assign b_2cmp = {~b[N-1],~b[N-2:0]+ 1'b1};   
    assign multiplicand = (a[N-1]) ? a_2cmp : a;              
    assign multiplier   = (b[N-1]) ? b_2cmp : b;
     assign f_result = multiplicand[N-2:0] * multiplier[N-2:0];   
    assign q_result[N-1] = a[N-1]^b[N-1];                      
    assign quantized_result = f_result[N-2+Q:Q];               
    assign quantized_result_2cmp = ~quantized_result[N-2:0] + 1'b1;   
    assign q_result[N-2:0] = (a[N-1]^b[N-1]) ? quantized_result_2cmp : quantized_result;  
    assign overflow = (f_result[2*N-2:N-1+Q] > 0) ? 1'b1 : 1'b0;
endmodule
`timescale 1ns / 1ps
module variable_shift_reg #(
  parameter WIDTH = 8,
  parameter SIZE  = 3
)(
  input               clk,
  input               ce,
  input               rst,
  input  [WIDTH-1:0]  d,
  output [WIDTH-1:0]  out
);
  reg [WIDTH-1:0] sr [0:SIZE-1];
  genvar i;
  generate
    for (i = 0; i < SIZE; i = i + 1) begin : SR_LOOP
      always @(posedge clk or posedge rst) begin
        if (rst)
          sr[i] <= {WIDTH{1'b0}};
        else if (ce)
          sr[i] <= (i == 0 ? d : sr[i-1]);
      end
    end
  endgenerate
  assign out = sr[SIZE-1];
endmodule

===== flow/run.sh =====
#!/bin/bash
# OpenROAD 26Q1-2900-gdf79404cd8, Yosys 0.63+post, stock flow scripts
make -C /OpenROAD-flow-scripts/flow DESIGN_CONFIG=/design/flow/config.mk WORK_HOME=/design/flow/orfs finish

==> results.yml <==
# implementation run metrics
outcome:
  status: "finished, violations left"
  failed_checks: "setup timing"
critical_path:
  cpMaxStageDelayCell: "or4_4"
  arrival_ns: 10.10
  cpMostUsedCell: "buf_6"
  r2r_slack_ns: -7.57
  crit_fanout: 8
  crit_type: "reg2reg"
  end_kind: "register"
  cp-start-kind: "register"
  required_ns: 2.53
  critPathMaxStageDelay_ns: 0.56
  worst-path-buf-inv: 12
  cp_top_family: "AND-OR/OR-AND gates"
final_layout:
  logic_area_mm2: 0.0137
  seqCellArea_mm2: 0.00381
  drive_above_1_share_pct: 36.4
  area_growth_pct: 47.3
  fillers: 3394
floorplan:
  core_mm2: 0.0419
  floorplan.core_util_pct: 40.5
  fp.dieW_um: 208
  die-height_um: 208
  die_area_mm2: 0.0433
  rows: 75
  boundaryPins: 21
final_timing:
  unclocked_pins: 8
  fin_crit_ns: 9.77
  finalSetupViolCount: 112
  max_slew_margin_pct: 48.6
  clock.fmax_mhz: 102
  hold_viol: 0
  worst_slack_ns: -7.57
  fin_skew_ns: 0.0133
  rsz0062_at_grt: "true"
  fin_hold_ws_ns: 0.434
  worstMarginPinSlew_ns: 0.766
  drv_slew: 0
  untimed_endpoints: 8
  period_used_pct: 444
power:
  peakVddDrop_mv: 0.955
  power_density_mw_per_mm2: 1360
  power_mw: 34.1
  p_leak_nw: 10.5
min_path:
  hold_class: "reg2async"
place:
  dp_hpwl_um: 39100
  gp_congestion: 0.974
  io_buffers: 20
yosys:
  yosysWarnings: 5
  ys_ff: 183
  edf_count: 0
  netlist_area_mm2: 0.0170
  syn_avg_cell_area_um2: 7.50
  synth_chip_area_mm2: 0.0170
  ys_types: 117
  most_common_cell: "nor2_1"
  async_reset_ff_share_pct: 17.5
  yosysTopAreaCell: "dfxtp_1"
  topCellsByArea: "dfxtp_1 17%, xnor2_1 7.0%, ha_1 5.7%, dfrtp_1 4.7%, nor2_1 4.6%"
  ff_type: "dfxtp_1"
  synth_top_area_share_pct: 16.9
  synth_cells: 2266
  ys_cells: 2266
  synthTopCellsByCount: "206 x nor2_1, 190 x nand2_1, 143 x dfxtp_1"
clocking:
  cts-root-buf: "clkbuf_16"
  clock_path_buffers: 2
  cts-htree-levels: 4
  clk_pin_slew_ns: 0.08
  cts_tree: "built"
  numCtsBuffers: 17
  holdBufCountCts: 0
  clk_latency_ns: 0.44
drt:
  viasPerCell: 5.57
  wirelength_um: 54300
  ant_nets: 0
  drc: 0
  antenna_cells: 0
  first_pass_iters: 5
  drtIter0Drc: 1327
  wl_per_cell_um: 15.9
  vias: 19100
global_route:
  grt_pass1_vias: 17700
  antenna_found_initial: 0
  grt_pass1_wl_um: 88000
  grtUsageTotal_pct: 24.8
  globalRouteOverflowTotal: 0
  grt_max_degree: 55
run:
  warnings: 53
  cap_violations: 0
==> path summary, 6_finish.rpt <==
kind	start	to	cells after the start
setup reg to reg	log.col_count[0]	log.count[27]	50
hold reg to reg	log.global_rst	SR.sr[2][5]	2
min in group clk0	log.nbgh_row_count[1]	log.nbgh_row_count[1]	2
max in group asynchronous	master_rst	SR.sr[1][4]	5
hold / removal	log.global_rst	SR.sr[2][5]	2
setup / recovery	log.col_count[0]	log.count[27]	50
==> power breakdown <==
part	leakage (nW)	total, mW	switching (mW)	internal, mW
registers	1.62	4.23	0.432	3.80
clock network	0.292	3.13	1.50	1.63
logic	8.63	26.7	13.1	13.6
==> cell usage in the layout, fill, tap and decap left out, drive strengths merged, types with 17 or more instances in the layout <==
cell type and n:
nand4 60, nor2b 29, nand2 192, a31oi 23
inv 104, nand2b 22, a211oi 19, nor2 210
and3 37, a21oi 136, nor3 98, clkdlybuf4s50 18
o211ai 19, o21ai 118, o21a 17, ha 78
buf 708, dfxtp 143, mux2 35, xor2 67
or3 31, a21boi 18, a22oi 26, nand3 117
clkbuf 20, a21o 45, dfrtp 32, xnor2 136
nor4 49
==> cell type report <==
| cell class | instances | share of cell area, % |
|---|---|---|
| inverter | 100 | 1.52 |
| timing repair buffer | 728 | 23.3 |
| sequential | 183 | 15.2 |
| tap | 539 | 2.70 |
| clock buffer | 18 | 1.72 |
| clock inverter | 14 | 0.680 |
| multi-input combinational | 1846 | 54.9 |
==> stage by stage <==
stage / util (%) / cells / cell area, um^2 / TNS [ns] / worst slack, ns
floorplan: - / 2266 / 17500 / -723.97 / -7.29
global placement: 53.8 / 3327 / 22600 / -790.56 / -7.85
detailed placement: 53.8 / 3327 / 22600 / -795.72 / -7.89
CTS: 57.8 / 3409 / 24300 / -751.96 / -7.49
global route: 59.6 / 3428 / 25000 / -802.28 / -7.97
finish: 59.6 / 3428 / 25000 / -757.64 / -7.57
==> flip-flops by register name (all words and copies together) (netlist names), 2 cells and up <==
register and cells:
log.nbgh_row_count 32, log.sel 2, log.count 32, SR.sr 32, log.col_count 32, cmp.temp 8
log.row_count 32, m1.reg_op 8
==> worst register-to-register path, delay by kind of cell (launching register included) <==
family / cells / cell delay, ns
flip-flops: 1 / 0.37
buffers and inverters: 12 / 1.49
AND-OR/OR-AND: 18 / 3.60
XOR/XNOR: 1 / 0.33
adder cells (fa/ha/maj): 3 / 0.52
AND/OR/NAND/NOR: 15 / 3.26
multiplexers: 1 / 0.10
==> logic make-up after synthesis <==
group                      Yosys count  synth area share, %
and+or+nand+nor                    920                 28.0
buffers and inverters              240                 5.86
adders and majority gates           81                 5.98
muxes                               51                 3.26
AOI/OAI and AO/OA                  588                 24.1
latches                              8                0.707
DFF                                175                 21.6
xor gates and xnor gates           203                 10.6
==> metal layers <==
metal,vias to the layer above,share of wire [%],track usage (%)
met5,-,0,0
met4,0,1.3,3.14
li1,9589,-,-
met3,50,5.1,2.94
met2,496,44,37.9
met1,8953,49,38.8
==> timing repair <==
item,in CTS,in global routing
setup buffers,49,18
pin swaps,105,81
endpoints found under the setup margin,112,112
cloned,4,2
gates resized,162,119
Power is estimated from default activity; no workload was simulated.
