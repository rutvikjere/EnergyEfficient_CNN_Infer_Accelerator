### ./design.v
`timescale 1ns / 1ps
module convolver #(
  parameter MAP_SIZE = 9'h00a,         
  parameter k = 9'h003,         
  parameter s = 1,              
  parameter N = 8,             
  parameter Q = 4              
)(
  input          clk,
  input          ce,
  input          global_rst,
  input [N-1:0]  activation,
  input [(k*k)*N-1:0] weight1,
  output [N-1:0]  conv_op,
  output          valid_conv,
  output          end_conv
);
  wire [N-1:0] weight [0:k*k-1];
  wire [N-1:0] tmp    [0:k*k];
  genvar l;
  generate
    for (l = 0; l < k*k; l = l + 1) begin : UNP
      assign weight[l] = weight1[N*l +: N];
    end
  endgenerate
  assign tmp[0] = 'd0;
  genvar i;
  generate
    for (i = 0; i < k*k; i = i + 1) begin : MAC
      if ((i+1) % k == 0) begin
        if (i == k*k-1) begin
          mac_manual #(.N(N)) mac_end (
            .clk(clk), .ce(ce), .sclr(global_rst),
            .a(activation), .b(weight[i]), .c(tmp[i]),
            .p(conv_op)
          );
        end else begin
          wire [N-1:0] tmp2;
          mac_manual #(.N(N)) mac_mid (
            .clk(clk), .ce(ce), .sclr(global_rst),
            .a(activation), .b(weight[i]), .c(tmp[i]),
            .p(tmp2)
          );
          variable_shift_reg #(.WIDTH(N), .SIZE(MAP_SIZE-k)) SR (
            .clk(clk), .ce(ce), .rst(global_rst),
            .d(tmp2), .out(tmp[i+1])
          );
        end
      end else begin
        mac_manual #(.N(N), .Q(Q)) mac_core (
          .clk(clk), .ce(ce), .sclr(global_rst),
          .a(activation), .b(weight[i]), .c(tmp[i]),
          .p(tmp[i+1])
        );
      end
    end
  endgenerate
  localparam integer OUT_H     = (MAP_SIZE - k)/s + 1;
  localparam integer OUT_W     = (MAP_SIZE - k)/s + 1;
  localparam integer TOTAL_OUT = OUT_H * OUT_W;
  localparam integer FILL_CYCLES = (k-1)*MAP_SIZE + (k-1);
  reg [$clog2(FILL_CYCLES+1)-1:0] count;
  reg [$clog2(TOTAL_OUT)-1:0]     out_cnt;
  wire pipeline_ready = (count >= FILL_CYCLES);
  wire valid_here    = pipeline_ready && (((count - FILL_CYCLES) % s) == 0);
  always @(posedge clk or posedge global_rst) begin
    if (global_rst) begin
      count   <= 0;
      out_cnt <= 0;
    end else if (ce) begin
      count <= count + 1;
      if (valid_here)
        out_cnt <= out_cnt + 1;
    end
  end
  assign valid_conv = valid_here;
  assign end_conv   = valid_here && (out_cnt == TOTAL_OUT-1);
endmodule
module mac_manual #(parameter N = 8,parameter Q = 4)(
    input clk,sclr,ce,
    input [N-1:0] a,
    input [N-1:0] b,
    input [N-1:0] c,
    output [N-1:0] p
    );
    wire [N-1:0] mult,add;
    reg [N-1:0] tmp;
    wire ovr;
    qmult #(N,Q) mul (
                .clk(clk),
                .rst(sclr),
                .a(a),
                .b(b),
                .q_result(mult),
                .overflow(ovr)
                );
    qadd #(N,Q) add1 (
                .a(mult),
                .b(c),
                .c(add)
                );
    always@(posedge clk,posedge sclr)
           begin
               if(sclr)
               begin
                   tmp <= 0;
               end
               else if(ce)
               begin
                   tmp <= add;
               end
           end
           assign p = tmp;
endmodule
`timescale 1ns / 1ps
module qadd #(
	parameter N = 8,
	parameter Q = 4
	)
	(
    input [N-1:0] a,
    input [N-1:0] b,
    output [N-1:0] c
    );
assign c = a + b;
endmodule
`timescale 1ns / 1ps
module qmult #(
	parameter N = 8,
	parameter Q = 4
	)
	(
	 input                  clk,
	 input                  rst,
	 input			[N-1:0]	a,
	 input			[N-1:0]	b,
	 output         [N-1:0] q_result,     
     output			overflow              
	 );
	wire [2*N-1:0]	f_result;		 
	wire [N-1:0]   multiplicand;
	wire [N-1:0]	multiplier;
	wire [N-1:0]    a_2cmp, b_2cmp;
	wire [N-2:0]    quantized_result,quantized_result_2cmp;
	assign a_2cmp = {~a[N-1],~a[N-2:0]+ 1'b1};   
	assign b_2cmp = {~b[N-1],~b[N-2:0]+ 1'b1};   
    assign multiplicand = (a[N-1]) ? a_2cmp : a;              
    assign multiplier   = (b[N-1]) ? b_2cmp : b;
     assign f_result = multiplicand[N-2:0] * multiplier[N-2:0];   
    assign q_result[N-1] = a[N-1]^b[N-1];                      
    assign quantized_result = f_result[N-2+Q:Q];               
    assign quantized_result_2cmp = ~quantized_result[N-2:0] + 1'b1;   
    assign q_result[N-2:0] = (a[N-1]^b[N-1]) ? quantized_result_2cmp : quantized_result;  
    assign overflow = (f_result[2*N-2:N-1+Q] > 0) ? 1'b1 : 1'b0;
endmodule
`timescale 1ns / 1ps
module variable_shift_reg #(
  parameter WIDTH = 8,
  parameter SIZE  = 3
)(
  input               clk,
  input               ce,
  input               rst,
  input  [WIDTH-1:0]  d,
  output [WIDTH-1:0]  out
);
  reg [WIDTH-1:0] sr [0:SIZE-1];
  genvar i;
  generate
    for (i = 0; i < SIZE; i = i + 1) begin : SR_LOOP
      always @(posedge clk or posedge rst) begin
        if (rst)
          sr[i] <= {WIDTH{1'b0}};
        else if (ce)
          sr[i] <= (i == 0 ? d : sr[i-1]);
      end
    end
  endgenerate
  assign out = sr[SIZE-1];
endmodule
### ./run.sh
#!/bin/bash
# OpenROAD 26Q1-2900-gdf79404cd8, Yosys 0.63+post, stock flow scripts
make -C /OpenROAD-flow-scripts/flow DESIGN_CONFIG=/design/flow/config.mk WORK_HOME=/design/flow/orfs finish
### ./config.mk
export PLATFORM = sky130hd
export DESIGN_NAME = convolver
export DESIGN_NICKNAME = convolver
export VERILOG_FILES = /design/flow/design.v
export SDC_FILE = /design/flow/constraint.sdc
export NUM_CORES = 4
export LEC_CHECK = 1
export CORE_UTILIZATION = 30
### ./constraint.sdc
current_design convolver

set clk_period 3.9
set clk_io_pct 0.2

create_clock -name clk0 -period $clk_period [get_ports {clk}]

set non_clock_inputs [all_inputs -no_clocks]
set_input_delay [expr $clk_period * $clk_io_pct] -clock clk0 $non_clock_inputs
set_output_delay [expr $clk_period * $clk_io_pct] -clock clk0 [all_outputs]
==> qor.yml <==
endpoint_kind_of_the_worst_setup_timing_path: "flop"
post_drt_wl_per_cell_um: 14.31
stdcell_area_um2: 34780
die_y_um: 280.7
firstDrtPassIters: 4
routed-via-count: 19200
post_synth_mux_area_share: 0.09692
cts-htree-levels: 4
synth_sequential_area_ratio: 0.2094
cp_num_buf_inv: 10
critical_path.slowest_cell: "fa_1"
run_status: "finished with violations"
min_delay_path_depth: 1
yosysUniqueCellTypes: 80
post-synth-top-count-cell: "inv_1"
buffer_ports.inserted: 92
io_pins: 93
worst_slack_ns: -2.821
edf_count: 0
max-slew-margin-rel: 0.4532
setup-tns-final_ns: -146.91
cp_slowest_stage_delay_ns: 0.54
fmax_mhz: 148.8
area_leaders: "dfrtp_1 21%, fa_1 17%, ha_1 13%, xnor2_1 8.9%, mux2_2 8.7%"
warning_count: 29
antenna_found_initial: 0
core_area_um2: 76450
ctsLongestPathBuffers: 2
path_depth: 31
synth_stat.cells: 2481
grt_pass1_vias: 19460
grt_setup_unrepaired: "true"
worst_setup_hold_path_clk_slew_ns: 0.07
grt_overflow_total: 0
post-synth-top-area-fraction: 0.2094
synthFlopType: "dfrtp_1"
slew_violations: 0
layout.filler_cells: 6775
synth-compound-area-share: 0.08876
syn_avg_cell_area_um2: 9.392
post-place-cells: 4058
post_synth_fa_ha_maj_area_fraction: 0.3030
die.size.x_um: 280.7
number_of_drc_violations_after_detailed_routing_iteration_0: 778
ys_seq_elements: 195
ys_sh_simple: 0.1389
place.gp.congestion: 0.8682
timing.clock.skew_ns: 0.009325
synthDominantAreaCellType: "dfrtp_1"
async_flop_share: 1.000
worst_reg2reg_path_depth: 9
largest_fanout_on_the_critical_path: 5
worst_slew_pin_slew_ns: 0.8202
holdCritPathClass: "reg -> reg"
dp_hpwl_um: 46210
cts_root_buffer: "clkbuf_16"
ys_chip_area_um2: 23300
floorplan.die_area_um2: 78790
placementRows: 101
area_growth_syn_to_layout_pct: 49.27
worstSkewPairLatency_ns: 0.44
grt_start_max_net_pins: 93
ys_warn_count: 5
synth-xor-area-share: 0.1021
initial_core_util: 0.3048
max_cap_viol_count: 0
final_cells: 4178
timing_worst_setup_path_type: "in -> reg"
syn-cell-area_um2: 23300
required_time_of_the_critical_path_ns: 4.22
startpoint_types: "primary input"
violations: "negative setup slack"
grt_first_pass_wirelength_um: 98500
finalCriticalPeriod_ns: 6.721
top_cell_family_by_delay_on_the_critical_path: "adder cells"
synthTopCellsByCount: "278 x inv_1, 249 x ha_1, 236 x xnor2_1, 234 x nor2_1, 230 x nand2_1"
totalWireLength_um: 59770
drcViolationCount: 0
placement.cell_area_um2: 30550
drt.antenna.violating_nets: 0
globalRouteTotalUtil: 0.1596
worst_ep_arrival_time_ns: 7.04
final-hold-violation-count: 0
synthesis.instances: 2481
netlist_logic_family_top: "adder cells"
cts_buffers: 17
cts.sink_count: 195
final.period_utilization: 1.723
post_route_cells_drive_above_1_share: 0.4372
detail_route.vias_per_cell: 4.595
setup_viol: 71
tritoncts_clock_tree: "built"
[flip-flops by register name, summed over array words and instances (netlist names)]
register / flops
MAC.genblk1.genblk1.SR.sr: 112
MAC.genblk1.mac_core.tmp: 48
MAC.genblk1.genblk1.mac_mid.tmp: 16
MAC.genblk1.genblk1.mac_end.tmp: 8
out_cnt: 6
count: 5
[metrics by stage]
step / worst slack [ns] / hold WS (ns) / util
after CTS: -2.722 / 0.4747 / 0.4317
after floorplan: -3.007 / 0.4399 / -
after detailed placement: -3.645 / 0.4595 / 0.3996
after global routing: -3.008 / 0.4837 / 0.4549
after global placement: -3.620 / 0.4597 / 0.3996
final: -2.821 / 0.4669 / 0.4549
[path summary, 6_finish.rpt]
| kind | slack [ns] | from | end |
|---|---|---|---|
| setup / recovery | -2.82 | activation[0] | MAC[3].genblk1.mac_core.tmp[7]$_DFFE_PP0P_ |
| hold / removal | 0.47 | count[4]$_DFFE_PP0P_ | count[4]$_DFFE_PP0P_ |
| setup reg to reg | 1.73 | MAC[3].genblk1.mac_core.tmp[0]$_DFFE_PP0P_ | MAC[4].genblk1.mac_core.tmp[6]$_DFFE_PP0P_ |
| hold reg to reg | 0.47 | count[4]$_DFFE_PP0P_ | count[4]$_DFFE_PP0P_ |
| max in group asynchronous | 2.21 | global_rst | MAC[2].genblk1.genblk1.SR.sr[6][6]$_DFFE_PP0P_ |
| min in group asynchronous | 0.80 | global_rst | MAC[5].genblk1.genblk1.SR.sr[3][5]$_DFFE_PP0P_ |
[placed cells by master, fill, tap and decap left out, drive strengths merged, types with 5 or more instances in the layout]
cell,n
mux2,182
a21oi,84
o41ai,8
a41oi,10
nand2,230
mux2i,18
o211ai,6
dfrtp,195
or2,31
nand3,26
nand2b,17
clkbuf,20
a211oi,10
nor3,23
nand4,6
nor2,234
o21a,8
clkdlybuf4s50,64
a21o,15
or3,12
and3,17
inv,282
o21ai,35
o22ai,5
a31oi,7
ha,249
nor4,13
o21bai,33
xor2,33
fa,197
o31ai,23
and2,65
dlygate4sd2,20
nor2b,11
xnor2,236
buf,643
[cell type report]
class / count / area (µm²) / area share
multi-input cells: 1912 / 20550 / 0.5910
repair buffers: 731 / 6409 / 0.1843
flip-flops and latches: 195 / 4880 / 0.1403
well taps: 1030 / 1289 / 0.03705
inverters: 278 / 1061 / 0.03050
clock buffers: 19 / 442.9 / 0.01273
clock inverters: 12 / 143.9 / 0.004137
diodes: 1 / 2.502 / 0.00007195
[cell families after synthesis]
kind of cell    after synthesis
simple gates                704
mux                         200
compound gates              292
xor+xnor                    270
fa+ha+maj                   446
buf+inv                     374
flops                       195
[metal layers]
metal / global-route usage / wire length (µm) / up-vias
li1: - / - / 9544
met1: 0.2368 / 28650 / 9334
met2: 0.2532 / 27500 / 286
met3: 0.03127 / 2882 / 33
met4: 0.02046 / 739 / 0
met5: 0 / 0 / -
[timing repair]
action | 4_1_cts | 5_1_grt
gates resized | 308 | 309
endpoints found under the setup margin | 71 | 71
endpoints found under the hold margin | 0 | 0
cloned | 0 | 0
pin swaps | 188 | 218
setup buffers | 65 | 38
hold buffers | 0 | 0
